File: ./config.mk
export PLATFORM = sky130hd
export DESIGN_NAME = traffic_light_controller
export DESIGN_NICKNAME = traffic_light_controller
export VERILOG_FILES = /design/flow/design.v
export SDC_FILE = /design/flow/constraint.sdc
export NUM_CORES = 4
export LEC_CHECK = 1
export CORE_AREA = 10 10 70 70
export DIE_AREA = 0 0 80 80
File: ./constraint.sdc
current_design traffic_light_controller

set clk_period 2.0
set clk_io_pct 0.2

create_clock -name clk0 -period $clk_period [get_ports {clk}]

set non_clock_inputs [all_inputs -no_clocks]
set_input_delay [expr $clk_period * $clk_io_pct] -clock clk0 $non_clock_inputs
set_output_delay [expr $clk_period * $clk_io_pct] -clock clk0 [all_outputs]
File: ./design.v
module traffic_light_controller (
    input clk,           
    input reset,         
    output reg [1:0] ns_light,  
    output reg [1:0] ew_light   
);
    parameter NS_GREEN = 2'b00, NS_YELLOW = 2'b01, EW_GREEN = 2'b10, EW_YELLOW = 2'b11;
    reg [1:0] state;  
    reg [3:0] timer;  
    always @(posedge clk or posedge reset) begin
        if (reset) begin
            state <= NS_GREEN;  
            timer <= 0;         
        end else begin
            case (state)
                NS_GREEN: begin
                    if (timer == 4'd10) begin  
                        state <= NS_YELLOW;  
                        timer <= 0;          
                    end else begin
                        timer <= timer + 1;  
                    end
                end
                NS_YELLOW: begin
                    if (timer == 4'd3) begin  
                        state <= EW_GREEN;  
                        timer <= 0;        
                    end else begin
                        timer <= timer + 1;  
                    end
                end
                EW_GREEN: begin
                    if (timer == 4'd10) begin  
                        state <= EW_YELLOW;  
                        timer <= 0;          
                    end else begin
                        timer <= timer + 1;  
                    end
                end
                EW_YELLOW: begin
                    if (timer == 4'd3) begin  
                        state <= NS_GREEN;  
                        timer <= 0;        
                    end else begin
                        timer <= timer + 1;  
                    end
                end
            endcase
        end
    end
    always @(*) begin
        case (state)
            NS_GREEN: begin
                ns_light = 2'b10;  
                ew_light = 2'b00;  
            end
            NS_YELLOW: begin
                ns_light = 2'b01;  
                ew_light = 2'b00;  
            end
            EW_GREEN: begin
                ns_light = 2'b00;  
                ew_light = 2'b10;  
            end
            EW_YELLOW: begin
                ns_light = 2'b00;  
                ew_light = 2'b01;  
            end
            default: begin
                ns_light = 2'b00;  
                ew_light = 2'b00;  
            end
        endcase
    end
endmodule
File: ./run.sh
#!/bin/bash
# OpenROAD 26Q1-2900-gdf79404cd8, Yosys 0.63+post, stock flow scripts
make -C /OpenROAD-flow-scripts/flow DESIGN_CONFIG=/design/flow/config.mk WORK_HOME=/design/flow/orfs finish
==> impl_metrics.json <==
{
  "highest_layer": "met4",
  "antenna_found_initial": 0,
  "drive_above_1_share_pct": 12.0,
  "wl_met2_um": 313,
  "portBuffers": 5,
  "dp_hpwl_um": 586,
  "ir_worst_vdd_v": 0.000136,
  "yosysChipArea_um2": 407,
  "clk_pin_slew_ns": 0.06,
  "path_cells": "nor3_1 > clkdlybuf4s50_1",
  "cpMaxStageDelayCell": "clkdlybuf4s50_1",
  "cpPeakStageDelay_ns": 0.49,
  "setup_viol": 0,
  "via_per_inst": 3.16,
  "dr.first_iter.drc_count": 13,
  "avgRoutedWirePerCell_um": 8.11,
  "powerDensity_nw_per_um2": 562,
  "drt-pass1-iter-count": 4,
  "die_h_um": 80,
  "vias": 303,
  "cts.root.buffer_cell": "clkbuf_4",
  "met1_length_um": 334,
  "layout_top_cell": "a21oi_1",
  "fp-utilization_pct": 11.9,
  "ys_ff": 8,
  "fmax_mhz": 567,
  "rsz0062_at_grt": "no",
  "slew_viol_final": 0,
  "ys_cells": 44,
  "crit_family": "buffers and inverters",
  "crit_arrival_ns": 1.37,
  "finalSetupTns_ns": 0,
  "overflow": 0,
  "hold_path_class": "in -> async",
  "synth.yosys.seq_area_share_pct": 49.5,
  "finalCritPeriodShare_pct": 88.3,
  "fin_skew_ns": 0.0106,
  "whs_ns": 0.390,
  "crit_type": "reg -> out",
  "syn_inst": 44,
  "design.core.area_um2": 3420,
  "n_antenna_cell": 0,
  "cts.htree.levels": 1,
  "ios": 6,
  "syn_area_um2": 407,
  "die_w_um": 80,
  "gp_congestion": 0.701,
  "postRouteAntennaNets": 0,
  "cts-buffers-inserted": 3,
  "die_area_um2": 6400,
  "fin_crit_ns": 1.77,
  "cts.repair.resized": 0,
  "warning_count": 26,
  "max_cap_violations": 0,
  "cp-start-kind": "flip-flop",
  "grt_first_pass_wirelength_um": 1300,
  "cp_max_fo": 6,
  "relSlewSlack_pct": 78.9,
  "clock_latency_ns": 0.26,
  "syn_to_final_growth_pct": 30.2,
  "rows": 21,
  "routed_wl_um": 779,
  "yosys.cell_types.count": 17,
  "cts.sinks": 8,
  "tightestPinTransition_ns": 0.316,
  "syn_area_per_cell_um2": 9.24,
  "status": "finished clean",
  "yosysWarnings": 1,
  "worst-path-buf-inv": 1,
  "leakage_nw": 0.203,
  "finalHoldViolations": 0,
  "cts_tree": "built",
  "crit_path_end_kind": "output pin",
  "grt_pass1_vias": 312,
  "grt_max_degree": 9,
  "drc": 0,
  "route.met3.wl_um": 120,
  "postCtsHoldBufs": 0,
  "grt_use_total_pct": 2.54,
  "clock_path_buffers": 2,
  "critical_path_required_ns": 1.60,
  "cts_setup_buffers": 0,
  "layout_top_cells": "10 x a21oi_1, 7 x dfrtp_1, 5 x clkdlybuf4s50_1"
}
-- per-layer routing --
metal | GRT usage, % | up-vias
met2 | 3.69 | 11
met3 | 2.27 | 2
met4 | 0.352 | 0
met5 | 0 | -
met1 | 2.78 | 136
li1 | - | 154
-- report_power, final --
part	internal, mW	leakage [nW]	switching [mW]
registers	0.162	0.104	0
logic	0.00182	0.0846	0.00331
clock network	0.0762	0.0150	0.0538
-- registers in the layout, summed over array words and instances, names as in the netlist --
signal,cells
state,4
timer,4
-- final cells by class --
cell class,instances,area [um^2]
repair buffers,5,50.0
clock buffers,4,26.3
well taps,46,57.6
flip-flops and latches,8,201
fillers,388,2890
multi-input cells,30,183
inverters,3,11.3
-- worst reg2reg max path, delay by kind of cell, from the launching register on --
family	cells	cell delay, ns
and+or+nand+nor	1	0.07
muxes	1	0.26
adders and majority gates	1	0.18
AOI/OAI and AO/OA	1	0.11
DFF	1	0.41
buffers and inverters	1	0.07
-- Yosys cell counts (all sizes together) --
library cell  count  area, um^2
a21oi            10        50.1
clkbuf            3        11.3
dfrtp             7         175
dfstp             1        26.3
ha                2        25.0
inv               3        11.3
mux2i             1        13.8
nand2             3        11.3
nand2b            3        18.8
nand3             1        5.00
nor2              3        13.8
nor2b             2        12.5
nor3              1        5.00
o21ai             2        10.0
xnor2             1        8.76
xor2              1        8.76
-- logic make-up after synthesis --
kind of cell	count (synthesis)	share of synthesized area (%)
buffers and inverters	6	5.54
AOI/OAI and AO/OA	12	14.8
adders and majority gates	2	6.15
and+or+nand+nor	13	16.3
muxes	1	3.38
DFF	8	49.5
xor gates and xnor gates	2	4.31
-- metrics by stage --
step | std cells | util (%) | cell area [um^2] | power (mW) | setup WS, ns
4_1_cts | 96 | 15.5 | 529 | 0.305 | 0.221
3_3_place_gp | 92 | 14.7 | 503 | 0.170 | 0.507
3_5_place_dp | 92 | 14.7 | 503 | 0.170 | 0.496
5_1_grt | 96 | 15.5 | 529 | 0.314 | 0.101
2_1_floorplan | 44 | - | 407 | 0.167 | 0.914
6_report | 96 | 15.5 | 529 | 0.297 | 0.235
-- path summary, 6_finish.rpt --
check	depth (start not counted)	end	slack [ns]	startpoint
setup / recovery	2	ns_light[1]	0.23	state[3]
hold / removal	2	timer[2]	0.39	reset
setup reg to reg	5	timer[1]	0.77	timer[0]
hold reg to reg	1	timer[0]	0.48	timer[0]
max in group asynchronous	2	state[0]	1.31	reset
min in group clk0	1	timer[0]	0.48	timer[0]
Power figures rest on the tool's default switching activity, not on a simulated workload.
